--- flow/config.mk ---
export PLATFORM = sky130hd
export DESIGN_NAME = pcCircuit
export DESIGN_NICKNAME = pcCircuit
export VERILOG_FILES = /design/flow/design.v
export SDC_FILE = /design/flow/constraint.sdc
export NUM_CORES = 4
export LEC_CHECK = 1
export CORE_UTILIZATION = 30
--- flow/constraint.sdc ---
current_design pcCircuit

set clk_period 5.5
set clk_io_pct 0.2

create_clock -name clk0 -period $clk_period [get_ports {enable}]

set non_clock_inputs [all_inputs -no_clocks]
set_input_delay [expr $clk_period * $clk_io_pct] -clock clk0 $non_clock_inputs
set_output_delay [expr $clk_period * $clk_io_pct] -clock clk0 [all_outputs]
--- flow/design.v ---
module pcCircuit #(parameter addressWidth = 32) (
    enable, rst, addR
  );
  input enable, rst;
  output reg [addressWidth - 1 : 0] addR;   
  reg [addressWidth - 1 : 0] pc;
  always @(posedge enable , posedge rst)
  begin
    if(rst)
    begin
      pc <= 32'h20;    
    end
    else if (enable == 1'b1)
    begin
      pc <= pc + 1;   
      addR <= pc;     
    end
  end
endmodule
module IF (
    clk, rst, instruction, pc, enable
  );
  input clk, rst, enable;
  output [31:0] pc;
  wire [31:0] pc_internal;
  output [15:0] instruction;
  assign pc_internal [31:20] = 0;
  Memory #( .addBusWidth(20), .width(16), .instrORdata(1) )
    instructions_memory  (
      .clk (clk ),
      .rst ( rst ),
      .memR ( 1'b1 ),     
      .addR (pc_internal[19:0]),   
      .dataR  (instruction),   
      .memWR ( 1'b0 ),    
      .dataWR (16'b0),    
      .addWR (20'b0)      
    );
    pcCircuit
    pcCircuit_dut (
      .enable (enable ),
      .rst ( rst ),
      .addR  ( pc_internal)   
    );
    assign pc = pc_internal;
endmodule
--- flow/run.sh ---
#!/bin/bash
# OpenROAD 26Q1-2900-gdf79404cd8, Yosys 0.63+post, stock flow scripts
make -C /OpenROAD-flow-scripts/flow DESIGN_CONFIG=/design/flow/config.mk WORK_HOME=/design/flow/orfs finish
==> notes.md <==
Implementation numbers.

- The utilization after layout is 0.396.
- The endpoint arrival time on the critical path reads 2.40 ns.
- The number of pins exceeding their max-slew limit in the final report reads 0.
- Traced cell by cell, the critical path runs through clkdlybuf4s50_1, inv_2, buf_4.
- The clock insertion delay at the later pin of the skew report is 0.34 ns.
- The region available for standard cell placement spans 7810 um2.
- The number of antenna violations at the first check in global routing came to 0.
- The number of fillers in the final layout reads 722.
- The run finished with clean final reports.
- The die width is 92.4 um.
- The via count of the first global-routing pass is 1318.
- The number of inserted diodes reads 0.
- The most common flop cell mapped by yosys reads edfxtp_1.
- The clock transition time at the flip-flop clock pins of the worst setup and hold paths reads 0.06 ns.
- Once the clock tree was built, the resizer swapped 0 gates to a different size.
- The total tool warning count is 25.
- The CTS sink count is 64.
- The routability congestion estimate from global placement is 0.740.
- The report counts max-capacitance violations totalling 0.
- In the final run the clock tree shows a worst skew of 0.00913 ns.
- The total die size is 8540 um2.
- The boundary pin count is 34.
- The total of buffers placed on input and output ports reads 33.
- The slowest stage of the critical path is the buf_4 cell.
- The power share of the sequential group reads 0.552.
- The detailed router placed 1320 vias in this run.
- The power per cell area reads 299 nW/um2.
- The first global-routing pass estimated 6360 um of wire.
- The area growth from synthesis to layout is 26.2%.
- The peak supply drop reads 0.0000952 V.
- The main area contributors are edfxtp_1 39%, dfrtp_1 32%, xor2_1 6.8%.
- The largest total area in the synthesized netlist belongs to edfxtp_1.
- The clock tree synthesis step divided the H-tree into 3 levels.
- The final total negative setup slack is 0 ns.
- The first TritonRoute pass finished after 3 iterations.
- The CTS tree reads yes.
- From bottom edge to top edge, the die measures 92.4 um.
- The cell-internal power reads 0.000752 W.
- The largest net degree at the start of global routing is 44.
- In the finished design, the share of the clock period the worst path needs comes to 0.442.
- The violation tally recorded at the end of detailed-routing iteration 0 is 64.
- The overall track demand over capacity in global routing reads 0.0981.
- The largest stage delay on the critical path is 0.53 ns.
- The synth_stat.txt file lists the number of cells as 161.
- The sequential share of the synthesized area is 0.719.
- Per the detail_route report, vias per standard cell equal 4.27.
- The script extracted a net switching power of 0.000174 W.
- The detailed placer's ending HPWL is 2330 um.
- TritonRoute output was used to compute an average wire per cell of 12.0 um.
- The maximum clock insertion buffer count is 2.
- The setup-violating endpoint count in the final report reads 0.
- The peak clock frequency supported by timing reads 411 MHz.
- The critical path endpoint has a required time of 5.47 ns.
- The gate-level netlist out of Yosys references 23 unique cell types.
- The aggregate global routing overflow is 0.
- The total length of routed wires is 3700 um.
- The tree is rooted in a clkbuf_8.
- The cell area after synthesis is 2450 um2.
- A synthesized cell averages 15.2 um2.
- The quantity of hold-fixing buffers added after cts is 0.
- Clock tree synthesis inserted a total of 9 buffers.
- The layout summary lists the proportion of cells stronger than drive strength 1 as 0.121.
- Once detail routing completed, the nets flagged for antenna violations numbered 0.
- The share of the core area taken by cells at floorplan is 0.314.
- Looking at the critical path, the highest net fanout was 43.
- The warning count from the yosys run is 1.
- Of the total power, the share spent switching nets is 0.188.
- Post-synthesis, Yosys gives the total cell area as 2450 um2.
- The worst hold path class reads flop to flop.
- Setup repair after global routing left no endpoint under its margin.
- The transition time recorded at the tightest slew-check pin is 0.515 ns.
- The synthesized netlist handed to floorplanning was reported with a cell count of 161.
- Of all flip-flops after synthesis, the portion carrying an async set or reset was 0.500.
- The startpoint kind of the worst setup timing path reads a primary input.
- The endpoint kind of the worst setup timing path reads a flop.
- The post-synth tally of flip-flops with integrated enable reads 32.
- The count of unresolved DRC violations after routing reads 0.
- The number of setup buffers added after CTS reads 0.
- The part of the total power dissipated in the clock network is 0.426.
- The total count of hold-check failures in the final report is 0.
- The number of rows in the core area reads 32.
- The class of the most critical setup path reads primary input to flop.
- The combinational group share of total power reads 0.022.
- The flip-flop and latch count after synthesis is 64.
- Per the slew report, the remaining headroom to the max-slew limit stands at 0.656.
- The static leakage is 1.28 nW.
- The fraction of synthesized cell area taken by the top area cell type is 0.392.
- The smallest clock period supported by the final layout is computed as 2.43 ns.
[kinds of logic after synthesis]
group	Yosys count	share of synthesized area
XOR/XNOR	30	0.107
adder cells (fa/ha/maj)	1	0.00510
buffers and inverters	9	0.0168
flip-flops	64	0.719
AND/OR/NAND/NOR	57	0.152
[flip-flops by register name, summed over array words and instances, names as in the netlist]
name and cells:
addR 32, pc 32
[metal layers]
metal,GRT usage,part of all wire
met2,0.135,0.42
met3,0.0276,0.046
met1,0.160,0.50
met5,0,0
met4,0.0299,0.033
[per-stage QoR]
step | setup WS, ns | hold slack, ns | area, um2 | total power, W | instances
5_1_grt | 2.90 | 0.493 | 3090 | 0.000962 | 309
3_3_place_gp | 2.68 | 0.454 | 2890 | 0.000542 | 293
3_5_place_dp | 2.68 | 0.460 | 2890 | 0.000542 | 293
2_1_floorplan | 2.70 | 0.437 | 2450 | 0.000526 | 161
4_1_cts | 3.03 | 0.468 | 3090 | 0.000938 | 309
6_report | 3.07 | 0.468 | 3090 | 0.000926 | 309
[synthesized netlist by cell type (5+ instances only)]
cell and number:
nor4_1 6, nand3_1 10, and3_1 5, edfxtp_1 32, inv_1 5, nand2_1 9, and4_1 5, xnor2_1 11
xor2_1 19, dfrtp_1 31
[worst max-delay path: cells and delay by family]
| kind | cells | cell delay, ns |
|---|---|---|
| buffers and inverters | 3 | 1.29 |
[worst paths after layout]
path / start / endpoint / slack [ns] / cells after the start
hold reg to reg: pc[31] / pc[31] / 0.47 / 1
setup / recovery: rst / addR[28] / 3.07 / 3
hold / removal: pc[31] / pc[31] / 0.47 / 1
max in group asynchronous: rst / pc[19] / 3.54 / 3
min in group asynchronous: rst / pc[3] / 1.09 / 2
setup reg to reg: pc[1] / pc[28] / 3.77 / 5
[area by class of cell]
cell class | count | area [um2] | area share
clock inverters | 4 | 43.8 | 0.0142
flip-flops and latches | 64 | 1760 | 0.570
clock buffers | 12 | 155 | 0.0502
repair buffers | 34 | 338 | 0.109
inverters | 5 | 18.8 | 0.00607
multi-input cells | 88 | 647 | 0.209
well taps | 102 | 128 | 0.0413
[power groups by stage]
stage	clock, W	combinational [W]	sequential [W]
after CTS	0.000406	0.0000212	0.000511
after global routing	0.000427	0.0000232	0.000512
final	0.000394	0.0000203	0.000511
[cell usage in the layout (no fill, tap or decap), types with 2 or more instances in the layout]
cell / netlist / layout
and3_1: 5 / 5
and4_1: 5 / 5
clkbuf_8: 0 / 11
clkdlybuf4s50_1: 0 / 33
clkinv_2: 0 / 2
dfrtp_1: 31 / 31
edfxtp_1: 32 / 32
inv_1: 5 / 4
nand2_1: 9 / 9
nand3_1: 10 / 10
nand3_4: 2 / 2
nand4_1: 4 / 4
nor2_1: 4 / 4
nor3_1: 4 / 4
nor4_1: 6 / 6
nor4_2: 4 / 4
xnor2_1: 11 / 11
xor2_1: 19 / 19
No activity file was given, so power comes from the tool's default toggle rates.
