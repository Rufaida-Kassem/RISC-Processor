==> flow/design.v <==
module Mux16Bit(a,b,sel,out);
input [15:0] a,b;
input sel;
output [15:0]out;
assign out=(sel)?b:a;
endmodule
module WriteBack(input [15:0]Load,
                 input [15:0]Rd,
                 input Wb,
                 output wire[15:0] WriteData
               );
Mux16Bit mux(Rd,Load,Wb,WriteData);
endmodule
==> flow/run.sh <==
#!/bin/bash
# OpenROAD 26Q1-2900-gdf79404cd8, Yosys 0.63+post, stock flow scripts
make -C /OpenROAD-flow-scripts/flow DESIGN_CONFIG=/design/flow/config.mk WORK_HOME=/design/flow/orfs finish
==> flow/config.mk <==
export PLATFORM = sky130hd
export DESIGN_NAME = WriteBack
export DESIGN_NICKNAME = WriteBack
export VERILOG_FILES = /design/flow/design.v
export SDC_FILE = /design/flow/constraint.sdc
export NUM_CORES = 4
export LEC_CHECK = 1
export CORE_AREA = 10 10 70 70
export DIE_AREA = 0 0 80 80
==> flow/constraint.sdc <==
current_design WriteBack

set clk_period 1.0
set clk_io_pct 0.2

create_clock -name clk0 -period $clk_period

set non_clock_inputs [all_inputs -no_clocks]
set_input_delay [expr $clk_period * $clk_io_pct] -clock clk0 $non_clock_inputs
set_output_delay [expr $clk_period * $clk_io_pct] -clock clk0 [all_outputs]
==> out/qor.txt <==
I/O Buffers: 49
Final Max Slew Viols: 0
Tcrit/Tclk final: 1.06
final wirelength: 1.41 mm
DR WL/cell: 12.5 µm
global placement routability congestion: 0.799
delay-heaviest family, CP: buffers and inverters
Tool Warnings: 34
Pwr Density: 373 nW/µm²
mean post-synth cell area: 13.8 µm²
maximum clock rate: 947 MHz
critical path, cell by cell: buf_12 -> buf_16 -> mux2_4 -> buf_6
cell taking the most area after synthesis: mux2_4
Area leader share: 0.603
Least-Margin Pin Slew: 0.0715 ns
Area Growth Syn to Fin: 217%
first-pass GRT wire length: 2.06 mm
CP bufs+invs: 3
top cells by count, synth: 10 x mux2_4, 6 x mux2_2, 1 x buf_12, 1 x buf_6
final worst slack: -0.0557 ns
slowest stage delay, CP: 0.30 ns
largest net degree at the start of global routing: 9
Worst EP required: 0.80 ns
Slew headroom: 0.952
DP HPWL: 1.22 mm
Final Hold Vio Count: 0
WP data arrival: 0.86 ns
Ys Warns: 0
Setup Crit Path Kind: primary input to output port
Core ar.: 3420 µm²
Hold Path End: WriteData[4]
Via-to-Cell Ratio: 3.24
Leakage Power: 0.415 nW
Hold Crit Start: Load[4]
initial DRC count: 1
RSZ-0062 raised after global routing: true
Hold Path Class: primary input to output port
chip area: 6400 µm²
Row Count: 21
yosys stat chip area: 249 µm²
number of flip-flops and latches: 0
vias: 366
Cell Area, Synth: 249 µm²
Seq share, synth: 0
Die Width: 80 µm
most frequent cell after synthesis: mux2_4
Starting Density: 0.0729
Netlist cell types: 4
initial antenna violation count: 0
Die Ht: 80 µm
final std cells w/o fill: 113
Synth Instances: 18
DR pass1 iterations: 2
I/O pin total: 49
worst hold stages: 3
cts hold-fix bufs: 0
Residual DRC: 0
dpl cells: 112
yosys cell count: 18
minimum clock period after layout: 1.06 ns
Max Cap Viol: 0
Max VDD drop: 0.102 mV
total grt overflow: 0
GRT Overall Usage: 0.0395
Final Setup Violations: 16
slowest stage cell on the critical path: mux2_4
status: finished with violations
DRT antenna net count: 0
CP Launch Type: primary input
ANT cells: 0
post-CTS setup buffer count: 0
Worst Setup End Kind: output port
top cells, area: mux2_4 60%, mux2_2 27%, buf_12 8.0%, buf_6 4.5%
vias in the first global route: 430
DP Area: 786 µm²
clkbuf count: 0
final core occ: 0.231
design area: 788 µm²
Reg area: 0 µm²
share of layout cells above drive strength 1: 0.522
Critical Path Fanout Max: 8
failing checks: negative setup slack
## area by class of cell
type                            count  area [µm²]
Tap cell                           46        57.6
Multi-Input combinational cell     16         240
Timing Repair Buffer               51         490
Fill cell                         380        2630
## power breakdown
| group | switching [mW] | internal, mW |
|---|---|---|
| Clock | 0 | 0 |
| Combinational | 0.0644 | 0.230 |
| Sequential | 0 | 0 |
## how the worst max path moves through the flow
| stage | startpoint | end | slack [ns] | cells past startpoint |
|---|---|---|---|---|
| 6_report | Wb | WriteData[7] | -0.06 | 4 |
| 5_1_grt | Wb | WriteData[13] | -0.07 | 4 |
| 4_1_cts | Wb | WriteData[3] | -0.06 | 4 |
## through the flow
step | worst slack [ns] | TNS (ns) | hold WS, ns | total power [mW]
after floorplan | 0.0725 | 0 | 0.498 | 0.0893
after global placement | -0.845 | -13.09 | 1.44 | 0.318
after detailed placement | -0.843 | -13.00 | 1.43 | 0.317
after CTS | -0.0618 | -0.890 | 0.799 | 0.277
after global routing | -0.0735 | -1.07 | 0.807 | 0.317
final | -0.0557 | -0.804 | 0.797 | 0.294
## timing repair
action                     CTS  global route
cloned                       1             0
gates resized              100             6
setup endpoints to repair   16            16
## logic make-up after synthesis
group    Yosys count  share of synthesized area
mux               16                      0.874
buf+inv            2                      0.126
## metal layers
layer | global-route usage | vias to the layer above | share of wire
li1 | - | 166 | -
met4 | 0 | 0 | 0
met2 | 0.0441 | 49 | 0.23
met3 | 0.0284 | 0 | 0.21
met5 | 0 | - | 0
met1 | 0.0600 | 151 | 0.55
## layout by cell type, fill, tap and decap left out, drive strengths merged
master / n
buf: 19
dlygate4sd2: 32
mux2: 16
Power figures rest on the tool's default switching activity, not on a simulated workload.
