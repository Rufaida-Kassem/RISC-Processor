==> design/flow/design.v <==
module ID #(parameter width = 16) (
  enable,ldm,
    instruction, RW_sig_out, aluSrc_sig, MemWR_sig, MemR_sig, RW_Sig_in, Reg_data, aluOp_sig, op1, R_op2, I_op2, RW_Out_addr, RW_In_addr, clk, rst
  );
  input enable;
  input clk, rst;
  input [width - 1 : 0] instruction;
  wire [2 : 0] read_addr1, read_addr2;    
  output [15 : 0] op1, R_op2, I_op2;
  output [2 : 0] RW_Out_addr;   
  input [2 : 0] RW_In_addr;
  wire [4:0] opCode;
  output wire [4:0] aluOp_sig;
  output wire RW_sig_out, aluSrc_sig, MemWR_sig, MemR_sig ;   
  input RW_Sig_in;
  input [15:0] Reg_data;
  output ldm;
    RegFile_memo 
    RegFile_memo_dut (
      .read_enable (read_enable ),
      .write_enable ( RW_Sig_in ),
      .clk ( clk ),
      .rst ( rst ),
      .write_data (Reg_data ),
      .read_data1 (op1 ),
      .read_data2 (R_op2 ),
      .read_addr1 (read_addr1 ),
      .read_addr2 (read_addr2 ),
      .write_addr  ( RW_In_addr)
    );
  controlUnit
    controlUnit_dut (
      .enable(enable),
      .opCode (opCode ),
      .aluOp (aluOp_sig ),
      .RegWR (RW_sig_out ),
      .MemR (MemR_sig ),
      .MemWR (MemWR_sig ),
      .aluSrc  ( aluSrc_sig),
      .ldm(ldm)
    );
  assign opCode = instruction  [width - 1 : width - 5];
  assign read_addr1 = instruction[width - 6 : width - 8];
  assign read_addr2 = instruction[width - 9 : width - 11];
  assign read_enable = 1'b1;
  assign RW_Out_addr = instruction[width - 9 : width - 11];   
  assign I_op2 = instruction[width - 1 : 0];
endmodule
module RegFile_memo #(parameter N = 16) (read_enable,write_enable, read_data1, read_data2, write_data, clk,rst, read_addr1, read_addr2, write_addr);
  input read_enable, write_enable, clk, rst;
  input [N-1:0] write_data;
  output reg [N-1:0]read_data1;
  output reg [N-1:0]read_data2;
  input[2:0] read_addr1;
  input[2:0] read_addr2;
  input[2:0] write_addr;
  integer i;
  reg[N-1:0]arr_regs[7:0];
  always @(negedge clk, posedge rst)
  begin
    if(rst)
    begin
      for(i = 0; i < 8; i=i+1)
      begin
        arr_regs[i] = 0; 
      end
    end
    else if(write_enable)
    begin
      arr_regs[write_addr] = write_data;
    end
  end
  always @(posedge clk, posedge rst)
  begin
    if(rst)
    begin
      read_data1= 'bz;
    end
    else if(read_enable)
    begin
      read_data1 = arr_regs[read_addr1];
      read_data2 = arr_regs[read_addr2];
    end
    else
    begin
      read_data1 = 'bz;
      read_data2 = 'bz;
    end
  end
endmodule
module controlUnit (
    input enable,
    input[4:0] opCode,
    output[4:0] aluOp,
    output RegWR, MemR, MemWR, aluSrc, ldm
  );
  assign aluSrc = ~opCode[4] & ~opCode[3] & ~opCode[2] & ~opCode[1] & opCode[0];
  assign MemR = 1'b0;
  assign ldm = (enable == 1'b1) ? aluSrc : 1'b0;
  assign aluOp = opCode;
  assign MemWR = ~opCode[4] & ~opCode[3] & ~opCode[2] & opCode[1] & ~opCode[0];
  assign RegWR = ~opCode[4] & ~opCode[3] & (opCode[2] & ~opCode[1] & ~opCode[0] | ~opCode[2] & opCode[0]);
endmodule
==> design/flow/run.sh <==
#!/bin/bash
# OpenROAD 26Q1-2900-gdf79404cd8, Yosys 0.63+post, stock flow scripts
make -C /OpenROAD-flow-scripts/flow DESIGN_CONFIG=/design/flow/config.mk WORK_HOME=/design/flow/orfs finish
==> design/flow/config.mk <==
export PLATFORM = sky130hd
export DESIGN_NAME = ID
export DESIGN_NICKNAME = ID
export VERILOG_FILES = /design/flow/design.v
export SDC_FILE = /design/flow/constraint.sdc
export NUM_CORES = 4
export LEC_CHECK = 1
export CORE_UTILIZATION = 50
==> design/flow/constraint.sdc <==
current_design ID

set clk_period 1.8
set clk_io_pct 0.2

create_clock -name clk0 -period $clk_period [get_ports {clk}]

set non_clock_inputs [all_inputs -no_clocks]
set_input_delay [expr $clk_period * $clk_io_pct] -clock clk0 $non_clock_inputs
set_output_delay [expr $clk_period * $clk_io_pct] -clock clk0 [all_outputs]
==> flow_metrics.env <==
# source this file to load flow results
export IMPL_drive_above_1_share_pct=49.4
export IMPL_finalClockSkew_ns=0.0274
export IMPL_critPathMaxFanout=3
export IMPL_die_w_um=130
export IMPL_setup_violations=160
export IMPL_r2r_cells=4
export IMPL_rsz0062_at_grt="yes"
export IMPL_irDropWorstVdd_mv=0.831
export IMPL_core_area_um2=15900
export IMPL_finalMaxSlewViolations=0
export IMPL_grt_use_total_pct=29.9
export IMPL_wl_per_cell_um=21.5
export IMPL_area_leaders="dfrtn_1 (39%), mux2_2 (17%), edfxtp_1 (5.9%)"
export IMPL_grt_pass1_vias=6539
export IMPL_total_power_w=0.0123
export IMPL_yosysWarnings=6
export IMPL_fin_ws_ns=-0.485
export IMPL_ys_area_um2=8200
export IMPL_dr_pass1_iters=5
export IMPL_hold_viol=0
export IMPL_synth_area_per_cell_um2=12.2
export IMPL_clk_latency_ns=0.42
export IMPL_hpwlAfterDp_um=15100
export IMPL_p_per_area_nw_per_um2=1010
export IMPL_end_kind="flop"
export IMPL_via_per_inst=5.77
export IMPL_clock_sinks=160
export IMPL_post_place_ws_ns=-1.09
export IMPL_yosysCellCount=670
export IMPL_drc_errors=0
export IMPL_grt_pass1_wl_um=35900
export IMPL_gr_usage_met3_pct=8.64
export IMPL_drv_cap=0
export IMPL_path_cells="mux2_4 -> a22o_1 -> a222oi_1 -> nor2_1"
export IMPL_status="complete, but fails checks"
export IMPL_io_pins=100
export IMPL_routed_wl_um=24000
export IMPL_ant_nets=0
export IMPL_startpoint_type="flop"
export IMPL_warning_count=29
export IMPL_cp_data_arrival_time_ns=2.58
export IMPL_vias=6462
export IMPL_r2r_end="RegFile_memo_dut.read_data1[13]$_DFF_PP0_"
export IMPL_use_met1_pct=43.5
export IMPL_grt_max_degree=22
export IMPL_async_flop_share_pct=90.0
export IMPL_cpMaxStageDelayCell="a222oi_1"
export IMPL_violations="negative setup slack"
export IMPL_h_tree_depth=4
export IMPL_ys_seq_share_pct=49.8
export IMPL_dieArea_um2=16900
export IMPL_slowest_delay_ns=0.40
export IMPL_synth_cell_types=49
export IMPL_root_buffer="clkbuf_16"
export IMPL_die_h_um=130
export IMPL_crit_type="flop to flop"
export IMPL_edf_count=16
export IMPL_r2r_slack_ns=-0.49
export IMPL_antenna_cells=0
export IMPL_hold_path_class="primary input to async pin"
export IMPL_port_buffer_count=88
export IMPL_rr_startpoint="RegFile_memo_dut.arr_regs[5][13]$_DFFE_NP0P_"
export IMPL_overflow=0
export IMPL_crit_required_ns=2.09
export IMPL_lay_top_cells="buf_4 (131), dfrtn_1 (128), mux2_4 (104), clkdlybuf4s50_1 (61), nor2_1 (59)"
export IMPL_floorplan_core_util_pct=51.5
export IMPL_hold_buffers=0
export IMPL_ff_type="dfrtn_1"
export IMPL_grt_busiest_layer="met2"
export IMPL_layout_top_cell="buf_4"
export IMPL_synth_flop_count=160
export IMPL_synth_cells=670
export IMPL_leakage_nw=5.73
export IMPL_use_met2_pct=47.1
export IMPL_largest_area_cell="dfrtn_1"
export IMPL_num_rows=46
export IMPL_synth_top_area_share_pct=39.0
export IMPL_netlist_area_um2=8200
export IMPL_cts_tree="done"
export IMPL_syn2layout_area_growth_pct=48.5
export IMPL_gp_congestion=0.893
export IMPL_cts_buffers=17
export IMPL_clkTransAtPathRegs_ns=0.06
export IMPL_clk_path_buf_depth=2
export IMPL_antenna_found_initial=0
export IMPL_tns_ns=-38.18
export IMPL_drtIter0Drc=349
## repair_timing
item,4_1_cts,5_1_grt
setup buffers,19,4
cloned,4,2
pin swaps,24,16
endpoints found under the setup margin,171,160
gates resized,102,85
## worst max-delay path by stage
stage | from | to | slack (ns) | cells past startpoint
4_1_cts | RegFile_memo_dut.arr_regs[5][3]$_DFFE_NP0P_ | RegFile_memo_dut.read_data2[3]$_DFFE_PN_ | -0.46 | 4
5_1_grt | RegFile_memo_dut.arr_regs[6][15]$_DFFE_NP0P_ | RegFile_memo_dut.read_data2[15]$_DFFE_PN_ | -0.53 | 4
6_report | RegFile_memo_dut.arr_regs[5][13]$_DFFE_NP0P_ | RegFile_memo_dut.read_data1[13]$_DFF_PP0_ | -0.49 | 4
## synth_stat cells (all sizes together) (7+ instances only)
library cell and instances:
buf 62, a21oi 20, o21ai 14, nor2 60, a22o 28, dfrtp 16
edfxtp 16, dfrtn 128, mux2 138, clkbuf 11, a211o 12, nand2b 8
a22oi 15, mux2i 34, nand2 20, nor2b 7, inv 16, a221oi 23
## stage by stage
stage / utilization, % / instances / area [µm²] / hold slack, ns
final: 76.4 / 1119 / 12200 / 0.462
after global routing: 76.4 / 1119 / 12200 / 0.491
after CTS: 74.5 / 1116 / 11900 / 0.459
after detailed placement: 67.2 / 1062 / 10700 / 0.470
after global placement: 67.2 / 1062 / 10700 / 0.463
after floorplan: - / 670 / 8590 / 0.451
## critical path: cells and delay by family, from the launching register on
kind | cells | cell delay, ns
compound gates | 2 | 0.58
flops | 1 | 0.36
mux | 1 | 0.27
simple gates | 1 | 0.08
## state kept, by name, indices dropped and copies added, names as in the netlist
| register | count |
|---|---|
| RegFile_memo_dut.read_data1 | 16 |
| RegFile_memo_dut.read_data2 | 16 |
| RegFile_memo_dut.arr_regs | 128 |
## final cells by class
cell class,count,area [µm²]
multi-input combinational,421,4260
sequential,160,4080
fill,982,3760
timing repair buffer,274,2860
clock buffer,24,523
tap,216,270
clock inverter,8,123
inverter,16,63.8
## layer usage
layer	part of all wire (%)	routed length [µm]	vias to the layer above
li1	-	-	2877
met1	43	10200	3295
met2	47	11400	248
met3	7.9	1890	42
met4	2.2	533	0
met5	0	0	-
## cell families after synthesis
group / Yosys count / share of synthesized area [%]
compound gates: 132 / 12.2
other cells: 1 / 0.0457
simple gates: 114 / 7.20
buf+inv: 89 / 6.62
flops: 160 / 49.8
mux: 174 / 24.2
## where the power goes
part           switching [W]  internal, W  total, W  leakage [nW]
logic                0.00119      0.00222   0.00341          3.53
registers           0.000519      0.00448   0.00500          1.89
clock network        0.00143      0.00245   0.00387         0.310
total                0.00313      0.00915    0.0123          5.73
No activity file was given, so power comes from the tool's default toggle rates.
